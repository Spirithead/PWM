### flow/run.sh
#!/bin/bash
# OpenROAD 26Q1-2900-gdf79404cd8, Yosys 0.63+post, stock flow scripts
make -C /OpenROAD-flow-scripts/flow DESIGN_CONFIG=/design/flow/config.mk WORK_HOME=/design/flow/orfs finish
### flow/config.mk
export PLATFORM = sky130hd
export DESIGN_NAME = div1KHz
export DESIGN_NICKNAME = div1KHz
export VERILOG_FILES = /design/flow/design.v
export SDC_FILE = /design/flow/constraint.sdc
export NUM_CORES = 4
export LEC_CHECK = 1
export CORE_AREA = 10 10 80 80
export DIE_AREA = 0 0 90 90
### flow/constraint.sdc
current_design div1KHz

set clk_period 2.9
set clk_io_pct 0.2

create_clock -name clk0 -period $clk_period [get_ports {clk}]

set non_clock_inputs [all_inputs -no_clocks]
set_input_delay [expr $clk_period * $clk_io_pct] -clock clk0 $non_clock_inputs
set_output_delay [expr $clk_period * $clk_io_pct] -clock clk0 [all_outputs]
### flow/design.v
`timescale 1ns / 1ps
module div1KHz(
   input clk, rst,
   output reg ceo
);
reg [16:0] count;
always@(posedge clk, posedge rst)
begin
   if(rst)
   begin
      count <= 0;
      ceo <= 1'b0;
   end
   else if(count == 99999)
   begin
      count <= 0;
      ceo <= 1'b1;
   end
   else
   begin
      count <= count + 1;
      ceo <= 1'b0;
   end
end
endmodule
==> summary.txt <==
Notes on the physical design

The first global-routing pass estimated approximately 2400 um of wire. Data arrives at the worst endpoint at approximately 1000 ps. The fraction of the core area occupied by cells at floorplan is a little under a fifth. The final setup violation count is 0. Post-route period utilization is reported as about 55%. The total of hold buffers inserted after clock tree synthesis is 0. The number of detailed-routing iterations run before antenna repair is 4.

The final design utilization is between 20% and 30%. The worst hold slack across all endpoints is about 500 ps. The family of cells with the greatest summed delay on the critical path is buffers and inverters.

The number of core rows is 25. The number of global-route vias before repair is 523. Warnings raised by the tools during the run amount to 25. The run finished with clean final reports. The master of the slowest instance on the critical path is sky130_fd_sc_hd__clkdlybuf4s50_1.

The routability-driven placement congestion ratio is 0.808. The number of cells on the worst hold path is listed as 1. VDD sags by at most between 0.00015 and 0.0002 V. The buffers plus inverters on the worst setup path is 1. The number of post-CTS setup repair buffers is 0. Entering global routing, the biggest net connects 19 pins. The report shows a maximum critical-path fanout of 1. The total overflow left after global routing is 0. The region available for standard cell placement spans about 4700 um2.

The clock root buffer is sky130_fd_sc_hd__clkbuf_8. The post-detailed-route DRC marker count is 0. The power per cell area is around 450 nW/um2. The clock tree from TritonCTS is built. Measured against its own limit, the worst slew margin works out to roughly 55%. Per the Yosys statistics, synthesis produced around 76 cells.

The final hold violation count is 0. The overall die size recorded for this design is 8100 um2. The number of port buffers is 2. The post-layout worst setup margin is about 1300 ps. The routed via count divided by cell count is roughly 3.7. Setup repair after global routing left no endpoint under its margin. The main area contributors are sky130_fd_sc_hd__dfrtp_1 53%, sky130_fd_sc_hd__xnor2_1 11%, sky130_fd_sc_hd__nor2_1 4.4%, sky130_fd_sc_hd__xor2_1 4.1%, sky130_fd_sc_hd__nand3_1 2.9%. For the final database, setup skew stands at 2.33 ps.

The die span in x is around 90 um. The leakage power in the latest report is slightly above 0.4 nW. The total number of cells along the worst setup path is 1. The worst-case clock buffer depth is 2.

The shortest period the worst path allows is between 1500 and 2000 ps. The sequential cells in the finished layout cover a total of roughly 450 um2. The mean area per synthesized cell is roughly 11 um2.

The cell count after synthesis is 76. The area overhead of the layout relative to synthesis is 18.1%. Counting every sink on the clock net gives 18. The run reported a max-capacitance violation count of 0.

The required time of the worst setup path is roughly 2300 ps. The category of the most critical setup path is register to output pin. The worst-skew pair later-pin latency is 250 ps. The HPWL after detailed placement is 948 um.

From bottom edge to top edge, the die measures about 90 um. The count of nets left with antenna violations once routing finished came out at 0. The pre-CTS setup check shows a worst slack of approximately 1300 ps.

The chip area line in the Yosys stat output reads 851 um2. After clock tree synthesis, the clock-pin slew on the worst setup and hold paths is roughly 70 ps. The cell type that accounts for the most area after synthesis is sky130_fd_sc_hd__dfrtp_1. Measured in cells, the most critical reg-to-reg path has a length of 5.

Summing all multi-input logic gate instances after layout gives between 300 and 400 um2. The summed instance area of the synthesized netlist is 851 um2. The critical path goes through clkdlybuf4s50_1. The type of the most critical hold path is register to register. STA classifies the critical path endpoint as an output pin. The overall fraction of global-route tracks in use is 3.49%.

The final timing report lists a max-slew violation count of 0. The layout summary lists the proportion of cells stronger than drive strength 1 as under 10%. The worst stage delay on the critical path is 460 ps. The final wirelength is 1340 um.

According to the I/O placement log, the pin count is 3. The transition time at the pin with the least slew margin is between 600 and 700 ps. For this sky-water flow run, the detailed-routed wirelength per cell is reported as around 9.1 um. Of the synthesized area, sequential elements account for 52.9%. The number of antenna violations at the first check in global routing is 0. The number of H-tree levels is 1.

The number of fillers in the final layout is a little over 500. In this run, the number of DRC markers left after iteration 0 of detailed routing was just over 40. The maximum frequency from static timing analysis is just over 600 MHz. The number of storage elements in the synthesis netlist is 18. The cell resize tally after clock tree synthesis is 0. In this run the biggest area consumer among cell types represents between 50% and 60% of the synthesized area. The synthesized netlist contains 18 unique library cells.

The aggregate negative setup slack is 0 ps. Antenna repair during routing inserted a diode count of 0. The startpoint kind of the worst setup timing path is a register.

The number of clock buffers added by TritonCTS is 3. The detailed router placed between 500 and 600 vias in this run. The count of yosys warnings during synthesis is 1.
-- cells by family after synthesis --
logic type | after synthesis | synth area share, %
AND/OR/NAND/NOR | 38 | 28.2
flip-flops | 18 | 52.9
XOR/XNOR | 15 | 15.4
buffers and inverters | 4 | 1.91
adder cells (fa/ha/maj) | 1 | 1.47
-- where the power goes --
group          internal [mW]  switching [mW]  total (mW)
Sequential             0.251               0       0.251
Clock                  0.120          0.0792       0.200
Combinational        0.00125         0.00481     0.00606
Total                  0.373          0.0840       0.457
-- cell usage after synthesis, drive strengths merged --
cell / n
nand2: 5
nor2b: 1
nor3: 5
and4: 2
nand4: 5
dfrtp: 18
xnor2: 11
xor2: 4
inv: 3
buf: 1
nor2: 10
nor4: 4
ha: 1
nand4bb: 1
nand3: 5
-- area by class of cell --
class / count / share of cell area [%]
clock buffer: 4 / 5.48
inverter: 3 / 1.12
multi-input combinational: 54 / 38.2
sequential: 18 / 44.8
tap: 67 / 8.34
timing repair buffer: 2 / 1.99
-- sequential cells by signal, summed over array words and instances (netlist names) --
signal / cells
ceo: 1
count: 17
-- final timing paths --
kind                           from        to  slack, ps
setup / recovery                ceo       ceo       1290
hold / removal             count[0]  count[0]        500
setup reg to reg           count[0]  count[5]       1300
hold reg to reg            count[0]  count[0]        500
max in group asynchronous       rst  count[7]       1740
min in group asynchronous       rst  count[3]        740
-- per-stage QoR --
stage / power, mW / area [um2] / instances
floorplan: 0.260 / 851 / 76
global placement: 0.262 / 950 / 144
detailed placement: 0.262 / 950 / 144
CTS: 0.465 / 1000 / 148
global route: 0.472 / 1000 / 148
finish: 0.457 / 1000 / 148
-- layer usage --
layer	wire [um]	part of all wire (%)	global-route usage [%]
met1	682	51	4.78
met2	568	42	5.08
met3	80	6.0	1.68
met4	9	0.67	0.265
met5	0	0	0
-- layout by cell type (no fill, tap or decap) --
master,count
sky130_fd_sc_hd__and4_1,2
sky130_fd_sc_hd__clkbuf_8,4
sky130_fd_sc_hd__clkdlybuf4s50_1,2
sky130_fd_sc_hd__dfrtp_1,18
sky130_fd_sc_hd__ha_1,1
sky130_fd_sc_hd__inv_1,3
sky130_fd_sc_hd__nand2_1,5
sky130_fd_sc_hd__nand3_1,5
sky130_fd_sc_hd__nand4_1,4
sky130_fd_sc_hd__nand4_4,1
sky130_fd_sc_hd__nand4bb_1,1
sky130_fd_sc_hd__nor2_1,10
sky130_fd_sc_hd__nor2b_1,1
sky130_fd_sc_hd__nor3_1,5
sky130_fd_sc_hd__nor4_1,1
sky130_fd_sc_hd__nor4_2,2
sky130_fd_sc_hd__nor4_4,1
sky130_fd_sc_hd__xnor2_1,11
sky130_fd_sc_hd__xor2_1,4
Power and IR drop assume default switching activity.
