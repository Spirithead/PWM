File: flow/config.mk
export PLATFORM = sky130hd
export DESIGN_NAME = fsm
export DESIGN_NICKNAME = fsm
export VERILOG_FILES = /design/flow/design.v
export SDC_FILE = /design/flow/constraint.sdc
export NUM_CORES = 4
export LEC_CHECK = 1
export CORE_AREA = 10 10 70 70
export DIE_AREA = 0 0 80 80
File: flow/constraint.sdc
current_design fsm

set clk_period 1.7
set clk_io_pct 0.2

create_clock -name clk0 -period $clk_period [get_ports {clk}]

set non_clock_inputs [all_inputs -no_clocks]
set_input_delay [expr $clk_period * $clk_io_pct] -clock clk0 $non_clock_inputs
set_output_delay [expr $clk_period * $clk_io_pct] -clock clk0 [all_outputs]
File: flow/design.v
`timescale 1ns / 1ps
module fsm(
input clk,rst,ce,up,
output reg [3:0] seq
    );
reg [3:0] state;
 initial begin
	state=4'h0;
	end
always @ (posedge clk, posedge rst) begin
if(rst) begin
	state=4'h0;
	end
else if(ce & ~up) begin
	if(state==4'h0) begin
		state=4'hF;
		end
	else begin
	state=state-1;
		end
	end
else if(ce & up) begin
	state=state+1;
	end
end
always@*	
case (state)
 4'hF : seq <= 4'hd; 
 4'hE : seq <= 4'h4; 
 4'hD : seq <= 4'h7; 
 4'hC : seq <= 4'ha; 
 4'hB : seq <= 4'h8; 
 4'hA : seq <= 4'hb; 
 4'h9 : seq <= 4'h8; 
 4'h8 : seq <= 4'hd; 
 4'h7 : seq <= 4'h3;
 4'h6 : seq <= 4'h5;
 4'h5 : seq <= 4'h2;
 4'h4 : seq <= 4'hf;
 4'h3 : seq <= 4'hb;
 4'h2 : seq <= 4'hc;
 4'h1 : seq <= 4'h7;
 4'h0 : seq <= 4'h0;
 endcase
endmodule
File: flow/run.sh
#!/bin/bash
# OpenROAD 26Q1-2900-gdf79404cd8, Yosys 0.63+post, stock flow scripts
make -C /OpenROAD-flow-scripts/flow DESIGN_CONFIG=/design/flow/config.mk WORK_HOME=/design/flow/orfs finish
==> flow_summary.rst <==
Flow metrics
------------

.. list-table::
   :header-rows: 1

   * - Metric
     - Value
   * - Fin area
     - 851 um^2
   * - Proportion of power drawn by the clock network
     - 0.104
   * - Minimum clock period after layout
     - ~1.8 ns
   * - Type of the worst setup path
     - reg2out
   * - Overall track demand over capacity in global routing
     - 0.0425
   * - Simple-gate area share of the yosys netlist
     - 0.153
   * - Endpoint kind of the worst setup timing path
     - primary output
   * - Class of the tightest hold or removal check
     - in2async
   * - Maximum number of pins on one net before global-route repair
     - 13
   * - Data arrival time of the critical path
     - 1.51 ns
   * - CTS tree
     - built
   * - Worst slew margin relative to its limit
     - 0.714
   * - Number of antenna violations at the first check in global routing
     - 0
   * - Max Cap Violations
     - 0
   * - Remaining Overflow, GRT
     - 0
   * - Post-synthesis compound-gate area fraction
     - 0.231
   * - Part of the power in registers
     - 0.193
   * - Count of endpoints failing hold in the final timing report
     - 0
   * - Fraction of final layout cells sized beyond drive strength 1
     - 0.560
   * - Placed standard-cell area
     - 701 um^2
   * - Die area
     - 0.00640 mm^2
   * - Biggest fanout along the worst timing path
     - 5
   * - Number of nets still failing antenna checks after routing
     - 0
   * - Max FFs per register
     - 4
   * - Placeable core region
     - 0.00342 mm^2
   * - Vias per cell
     - slightly below 4
   * - Deepest level of the CTS H-tree
     - 1
   * - Violated checks
     - negative setup slack
   * - Detailed-routing iteration count for the pre-antenna-repair pass
     - 4
   * - Synthesized instance count
     - around 54
   * - Die extent in y
     - around 80 um
   * - Final Wtd Congestion
     - approximately 0.75
   * - Count of final setup violators
     - 4
   * - Hpwl dp
     - just under 900 um
   * - Cell area after synthesis
     - roughly 500 um^2
   * - Post-synthesis xor/xnor area fraction
     - 0.0175
   * - Leakage power
     - between 0.3 and 0.4 nW
   * - Fp util
     - 0.146
   * - Psw
     - between 0.3 and 0.4 mW
   * - Vias post-DR
     - 505
   * - # DRC
     - 0
   * - Total power divided by cell area
     - 1270 mW/mm^2
   * - Total cells reported by yosys after synthesis
     - around 54
   * - Power consumption
     - 1.08 mW
   * - Adders+Majority by Area
     - 0.150
   * - Final critical-path share of the clock period
     - 1.09
   * - Clock net sink count
     - 4
   * - Setup WS post-layout
     - -0.147 ns
   * - Chip area line of the yosys report
     - about 500 um^2
   * - Top logic cells by instance count in the layout
     - buf_4 (18), buf_6 (6), nand2b_1 (4), buf_2 (4), dfrtp_1 (4)
   * - Clock transition time at the flip-flop clock pins of the worst setup and hold paths
     - roughly 0.030 ns
   * - Worst IR drop on VDD
     - about 0.35 mV
   * - Main logic family
     - AND-OR/OR-AND gates
   * - Aggregate routed wire length
     - 1330 um
   * - Number of warning messages in the yosys log
     - 1
   * - Antenna Diode Count
     - 0
   * - Fmax
     - 542 MHz
   * - Combinational share of power
     - 0.703
   * - Horizontal die size
     - 80 um
   * - Hold-fix buffer count after cts
     - 0
   * - Register bit total from synthesis
     - 4
   * - Slew at the pin closest to its max-slew limit
     - 0.429 ns
   * - Setup_tns
     - -0.300 ns
   * - Fraction of synthesized area in multiplexers
     - 0.125
   * - Layout area overhead
     - 70.4%
   * - Worst-case clock skew
     - 0.000622 ns
   * - Cell-internal power
     - between 0.6 and 0.7 mW
   * - Number of buffers added on ports
     - 7
   * - Slew Viols, Final
     - 0
   * - Startpoint type of the worst setup path
     - flop
   * - Switch share
     - 0.367
   * - Hold Slack
     - 0.294 ns
   * - Clock buffers created by TritonCTS
     - 3
   * - First-pass GRT wire length
     - ~2200 um
   * - Post-synthesis sequential area ratio
     - 0.201
   * - Starting DRC count in detailed routing
     - 16
   * - Worst-skew pair later-pin latency
     - between 0.2 and 0.25 ns
   * - Most common library cell in the layout ignoring fill and taps
     - buf_4
   * - Number of rows created at floorplan
     - 21
   * - Run status
     - finished, violations left
   * - Syn avg cell area
     - between 9 and 10 um^2
   * - Clock Tree Buf Depth
     - 2
   * - Distinct cell type count after synthesis
     - 27
   * - Root buffer cell
     - clkbuf_4
   * - Via count of the first global-routing pass
     - 484
   * - Boundary Pins
     - 8
   * - WP data required
     - between 1 and 1.5 ns
   * - Wirelength per Cell
     - 10.2 um
   * - Unrepaired setup endpoints after global routing
     - yes
   * - Count of warning messages emitted by the tools
     - 32
cells by family after synthesis:
logic type                 Yosys count
muxes                                4
AOI/OAI and AO/OA                   15
buffers and inverters               10
and+or+nand+nor                     14
DFF                                  4
adders and majority gates            6
xor gates and xnor gates             1
cells in the mapped netlist (all sizes together):
cell / n / share of area
nor3: 1 / 0.010
o21a: 1 / 0.015
xor2: 1 / 0.018
mux2: 2 / 0.060
buf: 4 / 0.078
nor2: 3 / 0.023
mux4: 1 / 0.045
a31oi: 1 / 0.013
mux2i: 1 / 0.020
nand2: 3 / 0.023
o311ai: 2 / 0.035
inv: 6 / 0.045
nor3b: 1 / 0.015
o211ai: 1 / 0.015
and4: 1 / 0.020
a41o: 1 / 0.020
o21bai: 2 / 0.030
o41ai: 1 / 0.033
dfrtp: 4 / 0.20
ha: 6 / 0.15
o21ai: 2 / 0.020
a21oi: 3 / 0.038
nand2b: 5 / 0.063
o22ai: 1 / 0.013
metal layers:
layer,global-route usage,vias to the layer above,share of wire
met4,0.00528,0,0
met3,0.0193,0,0.098
met1,0.0556,236,0.47
met2,0.0642,19,0.43
met5,0,-,0
li1,-,250,-
worst paths after layout:
path | startpoint | cells after the start | slack, ns | end
worst min-delay path | rst | 2 | 0.29 | state[0]
min in group clk0 | state[0] | 3 | 0.75 | state[0]
worst min register to register | state[0] | 3 | 0.75 | state[0]
max in group asynchronous | rst | 2 | 1.26 | state[2]
worst max register to register | state[0] | 7 | 0.07 | state[0]
worst max-delay path | state[0] | 6 | -0.15 | seq[1]
power groups by stage:
stage | Combinational (mW) | Clock [mW] | Sequential (mW)
final | 0.758 | 0.113 | 0.208
after global routing | 0.846 | 0.128 | 0.217
after CTS | 0.726 | 0.120 | 0.204
critical path: stages, from the launching register on:
cell,delay (ns)
dfrtp_1,0.39
buf_6,0.13
inv_8,0.06
ha_4,0.11
inv_2,0.02
mux4_2,0.43
buf_2,0.13
layout make-up:
type,count,area [um^2]
timing repair buffer,31,253
clock buffer,3,22.5
inverter,6,30.0
tap,46,57.6
multi-input combinational,40,388
sequential,4,100
fill,359,2560
metrics by stage:
stage          cells  utilization  setup slack (ns)
2_1_floorplan     54            -             0.137
3_3_place_gp     118        0.205            -0.216
3_5_place_dp     118        0.205            -0.228
4_1_cts          129        0.242            -0.170
5_1_grt          130        0.249            -0.212
6_report         130        0.249            -0.147
timing repair:
item,4_1_cts,5_1_grt
endpoints found under the hold margin,0,0
setup buffers,8,2
pin swaps,4,4
setup endpoints to repair,4,4
gates resized,30,5
Power figures rest on the tool's default switching activity, not on a simulated workload.
