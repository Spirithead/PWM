===== design/flow/constraint.sdc =====
current_design LR5_TOP

set clk_period 3.9
set clk_io_pct 0.2

create_clock -name clk0 -period $clk_period [get_ports {CLK_100}]

set non_clock_inputs [all_inputs -no_clocks]
set_input_delay [expr $clk_period * $clk_io_pct] -clock clk0 $non_clock_inputs
set_output_delay [expr $clk_period * $clk_io_pct] -clock clk0 [all_outputs]

===== design/flow/run.sh =====
#!/bin/bash
# OpenROAD 26Q1-2900-gdf79404cd8, Yosys 0.63+post, stock flow scripts
make -C /OpenROAD-flow-scripts/flow DESIGN_CONFIG=/design/flow/config.mk WORK_HOME=/design/flow/orfs finish

===== design/flow/config.mk =====
export PLATFORM = sky130hd
export DESIGN_NAME = LR5_TOP
export DESIGN_NICKNAME = LR5_TOP
export VERILOG_FILES = /design/flow/design.v
export SDC_FILE = /design/flow/constraint.sdc
export NUM_CORES = 4
export LEC_CHECK = 1
export CORE_UTILIZATION = 50

===== design/flow/design.v =====
`timescale 1ns / 1ps
module COL_COUNTER(
	input CLK, CE, RST,
	output CEO, output[2:0] Q
    );
parameter [3:0] CNTR_WIDTH = 4;
parameter [3:0] MAX = 8;
reg [CNTR_WIDTH - 1:0] CNT;
reg DONE;
assign Q = CNT;
assign CEO = DONE;
always @ (posedge CLK, posedge RST) begin
	if(RST) CNT <= {CNTR_WIDTH{1'b0}};
	else if(CE) CNT <= CNT + 1; 
	else if(CNT == MAX)begin
		DONE <= 1;
		CNT <= 0;
	end
end
endmodule
`timescale 1ns / 1ps
module DECODER(
	input[2:0] ADDR,
	output[0:7] SELECT
    );
reg[0:7] DEC;
assign SELECT = ~DEC;
always@* begin
 case(ADDR)
	3'd0: DEC=8'b10000000;
   3'd1: DEC=8'b01000000;
   3'd2: DEC=8'b00100000;
   3'd3: DEC=8'b00010000;
   3'd4: DEC=8'b00001000;
   3'd5: DEC=8'b00000100;
   3'd6: DEC=8'b00000010;
   3'd7: DEC=8'b00000001;
 endcase
end
endmodule
`timescale 1ns / 1ps
module LR5_MATRIX_DISP(
	input CLK, CE, RST,
	input [63:0] SEQ,
	output ROW_0, ROW_1, ROW_2, ROW_3, ROW_4, ROW_5, ROW_6, ROW_7, 
	COL_0, COL_1, COL_2, COL_3, COL_4, COL_5, COL_6, COL_7
    );
wire[2:0]COL;
wire[7:0] CURR_COL;
assign ROW_0 = SEQ[(63-COL)];
assign ROW_1 = SEQ[(55-COL)];
assign ROW_2 = SEQ[(47-COL)];
assign ROW_3 = SEQ[(39-COL)];
assign ROW_4 = SEQ[(31-COL)];
assign ROW_5 = SEQ[(23-COL)];
assign ROW_6 = SEQ[(15-COL)];
assign ROW_7 = SEQ[(7-COL)];
COL_COUNTER COL_CNT(.CLK(CLK), .CE(CE), .Q(COL), .RST(RST));
DECODER COL_DEC(.ADDR(COL), .SELECT(CURR_COL));
assign {COL_0, COL_1, COL_2, COL_3, COL_4, COL_5, COL_6, COL_7} = 
 CURR_COL;
endmodule
`timescale 1ns / 1ps
module LR5_TOP(
	input CLK_100,
	input BTN_0,BTN_1,BTN_2,BTN_3,
	output[0:7] ROW, 
	output[0:7] COL_B,
	output[0:15] LED
    );
wire CLK;
wire LEFT, RIGHT, RST, RE;
wire[63:0] SHIFT;
parameter PWM_WIDTH = 4;
assign RST = BTN_0;
assign RE = BTN_1;
assign LEFT = BTN_2;
assign RIGHT = BTN_3;
SHIFT_REG SH_REG(.clk(CLK_100), .shift_l(LEFT), .shift_r(RIGHT), .rst(RST), .shift(SHIFT));
genvar i;
generate
	for(i=0; i<64; i=i+4)begin : pwm_gen
		PWM_FSM#(.UDW(PWM_WIDTH)) PWM(.CLK(CLK_100), .RST(RST), .RE(RE), .CE(CLK_100), 
			.PWM_IN(SHIFT[i+:4]), .PWM_P(LED[(i/4)]));
	end
endgenerate
LR5_MATRIX_DISP MATRIX(.CLK(CLK_100), .CE(CLK_100), .SEQ(SHIFT), .RST(RST),
.ROW_0(ROW[0]),
.ROW_1(ROW[1]),
.ROW_2(ROW[2]),
.ROW_3(ROW[3]),
.ROW_4(ROW[4]),
.ROW_5(ROW[5]),
.ROW_6(ROW[6]),
.ROW_7(ROW[7]),
.COL_0(COL_B[0]),
.COL_1(COL_B[1]),
.COL_2(COL_B[2]),
.COL_3(COL_B[3]),
.COL_4(COL_B[4]),
.COL_5(COL_B[5]),
.COL_6(COL_B[6]),
.COL_7(COL_B[7]));
endmodule
`timescale 1ns / 1ps
module PWM_FSM #(
	parameter UDW = 4)
(
	input CLK,
	input RST,
	input RE,
	input CE,
	input [UDW-1:0] PWM_IN,
	output reg PWM_P,  
	output reg PWM_N,  
	output reg [UDW-1:0] PWM_REG, FSM_STATE
 );
 always@* PWM_N <= ~PWM_P;
 always@(posedge CLK, posedge RST)begin
	if(RST)PWM_REG <= 0;
	else if((FSM_STATE == 2**UDW-2) && CE) PWM_REG <= PWM_IN;
 end
 always @ (posedge CLK, posedge RST)begin
	if(RST)begin
		PWM_P <= 0;
		FSM_STATE <= 0;
	end	
	else if(RE)begin
		FSM_STATE <= 0;
		PWM_P <= 0;
	end
	else if(CE)begin
		case(FSM_STATE)
			0 : begin
				PWM_P <= 0;
				FSM_STATE <= 2**UDW-2;
			end
			{UDW{1'b1}} :begin
				if(PWM_REG != 0) PWM_P <= 1;
				else PWM_P <= 0;
				FSM_STATE <= 1;
			end 
			default : begin
				if(PWM_REG > FSM_STATE) PWM_P <= 1;
				else PWM_P <= 0;
				FSM_STATE <= FSM_STATE + 1;
			end
		endcase
	end
end
 endmodule
`timescale 1ns / 1ps
module SHIFT_REG(
	input clk, shift_l, shift_r, rst,
	output reg[63:0] shift
    );
always@(posedge clk, posedge rst)begin
	if(rst) shift<={{4'hD},{4'h4},{4'h7},{4'hA},{4'h8},{4'hB},{4'h8},{4'hD},{4'h3},{4'h5},{4'h2},
		{4'hF},{4'hB},{4'hC},{4'h7},{4'h0}};
	else if(shift_l) shift<=shift<<<4;
	else if(shift_r) shift<=shift>>>4;
end
endmodule

==> results.cfg <==
; synthesis and place-and-route metrics
[cells_and_area]
syn_to_final_growth_pct = 37.23
fillers = 1568
drive_gt1_share_pct = 27.76

[critical_path]
crit_path_end_kind = output port
path_buffers = 3
critPathLaunchType = register
worst-path-max-fanout = 14
critical_path_class = reg -> out
cpMaxStageDelayCell = dfrtp_1
slowest_delay_ns = 0.73
cpLargestDelayFamily = buffers and inverters
cp_common_cell = inv_1
critPathArrivalTime_ns = 2.71
worstPathCellList = inv_1 -> ha_1 -> inv_1 -> clkdlybuf4s50_1
cp.required_ns = 3.12

[die]
floorplanUtilization_pct = 51.48
die_h_um = 163.9
die_x_um = 163.9
dieArea_mm2 = 0.02688
core_area_mm2 = 0.02547
pin_count = 37
num_rows = 58

[logic_synthesis]
common_cells = dfrtp_1, nand2_1, ha_1
yosysTopAreaCell = dfrtp_1
ys_seq_share_pct = 40.78
ys_cells = 1266
avgSynthCellArea_um2 = 10.36
yosysMostFrequentCell = dfrtp_1
top_cells_by_area = dfrtp_1, ha_1, dfstp_2, mux2_2, mux2i_1
ys_warn_count = 4
synth_flops = 212
syn_inst = 1266
edf_count = 0
ys_area_mm2 = 0.01311
synth.top_cell.area_share_pct = 33.97
netlist_area_mm2 = 0.01311
async_reset_ff_share_pct = 100.0
synth_cell_type_count = 49
flop_cell = dfrtp_1

[routing]
post_drt_wl_per_cell_um = 18.43
drt_iter0_drc = 800
drc_errors = 0
final_antenna_net_count = 0
vias_per_cell = 5.913
antenna_cells = 0
wirelength_um = 32770
dr_total_vias = 10510
dr.pass1.iters = 6

[sta]
finalClockPeriodUsage_pct = 89.58
setup_viol_count_final = 0
max_slew.worst_pin.slew_ns = 0.9676
fmax_mhz = 286.3
finalSetupTns_ns = 0
maxSlewHeadroom_pct = 35.49
rsz0062_at_grt = no
skew_ns = 0.01103
hold_slack_ns = 0.1579
period_needed_ns = 3.493
slew_viol_final = 0
hold_viol_final = 0

[grt]
antenna_found_initial = 0
grt-ovfl-total = 0
grt_pass1_wl_um = 55190
grt_use_total_pct = 27.20
first_global_vias = 12800
grt_max_degree = 79

[clock_network]
tritoncts = done
cts-hold-fix-buffers = 0
post_cts_buffers = 0
cts_resized = 0
cts.clk_slew.worst_paths_ns = 0.07
insertion_delay_ns = 0.67

[power_and_ir_drop]
power_density_mw_per_mm2 = 915.7
peakVddDrop_v = 0.0007764
p_leak_nw = 8.275

[place]
gp_congestion = 0.8528
post-dp-hpwl_um = 17790
port_buffers = 36

[worst_hold_path]
min_path_type = clk -> reg

[status]
status = complete, no violations

[run]
max-cap-violations = 0
warnings = 314
==> flip-flops by register name (all words and copies together), names as in the netlist <==
signal	cells
SH_REG.shift	64
pwm_gen.PWM.FSM_STATE	64
pwm_gen.PWM.PWM_REG	64
pwm_gen.PWM.PWM_P	16
MATRIX.COL_CNT.CNT	4
==> per-layer routing <==
| metal | wire [µm] | global-route usage, % | vias up |
|---|---|---|---|
| met5 | 0 | 0 | - |
| met4 | 846 | 20.24 | 0 |
| met3 | 2760 | 19.31 | 81 |
| met2 | 13320 | 28.81 | 390 |
| met1 | 15840 | 37.58 | 5116 |
| li1 | - | - | 4927 |
==> worst min-delay path: cells and delay by family <==
kind	cells	cell delay, ns
and+or+nand+nor	1	0.04
AOI/OAI and AO/OA	1	0.05
buffers and inverters	5	0.69
==> placed cells by master, fill, tap and decap left out, types with 4 or more instances in the layout <==
cell	n
a311oi_1	17
ha_1	118
nor3_1	4
inv_1	91
nand4_1	24
mux2_2	64
nor3b_2	4
nand3_1	19
a41o_1	7
a21o_1	17
clkbuf_16	135
a221oi_1	4
mux4_2	16
a21oi_1	87
nand4_4	10
o211ai_1	42
o21ai_0	106
nor2b_1	14
a211oi_1	19
buf_4	9
inv_6	11
nor4_1	16
nand2b_1	5
clkbuf_1	6
nor3b_1	12
inv_2	46
dfstp_2	34
bufinv_16	26
clkdlybuf4s50_1	33
clkinv_4	6
dfrtp_1	178
nor2_1	23
o221a_2	14
nand2_1	124
o22a_1	5
nand4_2	5
mux2i_1	63
==> report_power, final <==
group          total, mW  leakage, nW  internal (mW)  switching, mW
Clock               10.1         3.25           6.82           3.28
Sequential          3.79         2.61           2.86          0.932
Combinational       2.58         2.41           1.22           1.36
Total               16.5         8.28           10.9           5.57
==> cell type report <==
type / instances / area (µm²) / area share (%)
clock buffer: 141 / 3401 / 18.90
clock inverter: 98 / 1211 / 6.731
inverter: 93 / 352.8 / 1.961
multi-input combinational: 858 / 6807 / 37.82
sequential: 212 / 5348 / 29.72
tap: 330 / 412.9 / 2.295
timing repair buffer: 46 / 462.9 / 2.573
==> worst paths after layout <==
kind / start / to / slack, ns / depth (start not counted)
setup / recovery: MATRIX.COL_CNT.CNT[2]$_DFFE_PP0P_ / COL_B[3] / 0.41 / 4
hold / removal: CLK_100 / pwm_gen[24].PWM.FSM_STATE[1]$_DFFE_PP0P_ / 0.16 / 7
setup reg to reg: MATRIX.COL_CNT.CNT[1]$_DFFE_PP0P_ / MATRIX.COL_CNT.CNT[1]$_DFFE_PP0P_ / 1.85 / 5
hold reg to reg: SH_REG.shift[24]$_DFFE_PP1P_ / SH_REG.shift[28]$_DFFE_PP1P_ / 0.52 / 2
max in group asynchronous: BTN_0 / SH_REG.shift[28]$_DFFE_PP1P_ / 2.45 / 3
min in group asynchronous: BTN_0 / pwm_gen[8].PWM.FSM_STATE[3]$_DFFE_PP0P_ / 0.57 / 2
==> per-stage QoR <==
stage	util (%)	instances	power [mW]	worst slack, ns	cell area (µm²)
floorplan	-	1266	7.576	0.3916	13120
global placement	52.55	1540	7.562	1.113	13390
detailed placement	52.55	1540	7.598	1.113	13390
CTS	70.65	1778	16.69	0.4200	17990
global route	70.65	1778	17.60	0.3094	17990
finish	70.65	1778	16.48	0.4066	17990
==> logic make-up (layout without fill, tap and decap cells) <==
group	Yosys count	count (layout)	synth area share [%]
adder cells (fa/ha/maj)	118	118	11.26
flip-flops	212	212	40.78
AND-OR/OR-AND	332	332	16.23
multiplexers	143	143	13.05
AND/OR/NAND/NOR	265	265	11.36
buffers and inverters	196	378	7.309
No activity file was given, so power comes from the tool's default toggle rates.
